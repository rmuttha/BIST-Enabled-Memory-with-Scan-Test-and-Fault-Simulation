<file path="flow/constraint.sdc">
current_design memory_bist

set clk_period 3.5
set clk_io_pct 0.2

create_clock -name clk0 -period $clk_period [get_ports {clk}]

set non_clock_inputs [all_inputs -no_clocks]
set_input_delay [expr $clk_period * $clk_io_pct] -clock clk0 $non_clock_inputs
set_output_delay [expr $clk_period * $clk_io_pct] -clock clk0 [all_outputs]
</file>
<file path="flow/design.v">
module memory_bist (
    input wire clk,               
    input wire reset,             
    input wire bist_en,           
    output wire bist_done,        
    output wire bist_pass,        
    output reg [7:0] mem_out      
);
    reg [7:0] memory_array [255:0];  
    reg [7:0] address;
    reg [7:0] data_in;
    reg we;                         
    reg [7:0] bist_pattern [7:0];   
    reg [2:0] pattern_index;        
    reg bist_fail;
    initial begin
        bist_pattern[0] = 8'hAA;
        bist_pattern[1] = 8'h55;
        bist_pattern[2] = 8'hFF;
        bist_pattern[3] = 8'h00;
        bist_pattern[4] = 8'h33;
        bist_pattern[5] = 8'hCC;
        bist_pattern[6] = 8'h0F;
        bist_pattern[7] = 8'hF0;
    end
    always @(posedge clk) begin
        if (we)
            memory_array[address] <= data_in;
        mem_out <= memory_array[address];
    end
    always @(posedge clk or posedge reset) begin
        if (reset) begin
            pattern_index <= 0;
            address <= 0;
            we <= 0;
            bist_fail <= 0;
        end else if (bist_en) begin
            if (pattern_index < 8) begin
                we <= 1;
                data_in <= bist_pattern[pattern_index];
                address <= pattern_index;
                pattern_index <= pattern_index + 1;
            end else begin
                we <= 0;
                if (mem_out != bist_pattern[address]) begin
                    bist_fail <= 1;
                end
                address <= address + 1;
                if (address == 7)
                    pattern_index <= 0;
            end
        end
    end
    assign bist_done = (pattern_index == 0) && (address == 7);
    assign bist_pass = ~bist_fail;
endmodule
</file>
<file path="flow/run.sh">
#!/bin/bash
# OpenROAD 26Q1-2900-gdf79404cd8, Yosys 0.63+post, stock flow scripts
make -C /OpenROAD-flow-scripts/flow DESIGN_CONFIG=/design/flow/config.mk WORK_HOME=/design/flow/orfs finish
</file>
<file path="flow/config.mk">
export PLATFORM = sky130hd
export DESIGN_NAME = memory_bist
export DESIGN_NICKNAME = memory_bist
export VERILOG_FILES = /design/flow/design.v
export SDC_FILE = /design/flow/constraint.sdc
export NUM_CORES = 4
export LEC_CHECK = 1
export CORE_UTILIZATION = 50
</file>
==> Implementation_results.wiki <==
== Flow metrics ==
{| class="wikitable"
! Metric !! Value
|-
| Number of gates resized after cts || 0
|-
| Number of buffers on the longest clock path || 2
|-
| First-pass GRT wire length || 9480 µm
|-
| TritonCTS Buffers || 9
|-
| Final HPWL from detailed placement || 3840 µm
|-
| Time the worst path needs with I/O delays and setup || 2.63 ns
|-
| Crit path largest cell delay || 0.62 ns
|-
| Cell count after placement || 286
|-
| Worst path buffer plus inverter count || 1
|-
| Adder and majority gate portion of the synthesized area || 0.754%
|-
| Number of hold buffers added after cts || 0
|-
| Cell breakdown of the critical path || nand3_1 > nor3b_1 > clkdlybuf4s50_1
|-
| Total power density per cell area || 865 nW/µm²
|-
| Share of the core filled with cells || 57.5%
|-
| Hold WC Path Type || reg2reg
|-
| Setup repair after global routing missed its margin || no
|-
| Buffers added on ports || 11
|-
| Post-synthesis instance total || 204
|-
| Top cells by count || 72 x edfxtp_1, 14 x mux2_2, 12 x o22ai_1, 9 x nand2_1
|-
| Sink count of the clock tree || 87
|-
| Logic area || 723 µm²
|-
| Number of logged tool warnings || 26
|-
| Pins over their slew limit || 0
|-
| Proportion of synthesized chip area in sequential cells || 75.3%
|-
| Post-detailed-route count of antenna-violating nets || 0
|-
| Type of element capturing the critical path || output port
|-
| Clock tree from TritonCTS || built
|-
| Mean cell area of the mapped netlist || 16.3 µm²
|-
| Area used by sequential logic in the layout || 2500 µm²
|-
| Total I/O pin count || 13
|-
| Final instance count without filler cells || 302
|-
| Drt wl/cell || 19.4 µm
|-
| Top achievable clock speed || 380 MHz
|-
| Startpoint-to-endpoint class of the critical path || reg2out
|-
| Total via count after detailed routing || 1705
|-
| Number of H-tree levels || 3
|-
| Worst relative slew slack || 43.3%
|-
| 1st-pass router iterations || 4
|-
| Required arrival time at the worst endpoint || 2.80 ns
|-
| Max Fanout on Critical Path || 14
|-
| Postcts setup bufs || 0
|-
| Floorplan die width || 83.5 µm
|-
| Flops & latches, synth || 87
|-
| Synthesis-to-finish area growth || 10.8%
|-
| Dominant kind of combinational cell || multiplexers
|-
| Post-route worst hold slack || 0.510 ns
|-
| Routability Congestion || 0.868
|-
| Final routed wirelength across all metal layers || 5860 µm
|-
| Clock Tree Root || clkbuf_8
|-
| Maximum ir drop on the vdd rail || 0.539 mV
|-
| And-or/or-and share of the synthesized area || 6.75%
|-
| Largest cells by area after synthesis || edfxtp_1 65%, dfrtp_1 5.3%, dfxtp_1 4.8%, mux2_2 4.8%, mux2_1 2.4%
|-
| Synthesis area per yosys || 3320 µm²
|-
| Cell Area, Synth || 3320 µm²
|-
| Most common cell in the synthesized netlist || edfxtp_1
|-
| Arrival time of data at the critical path endpoint || 1.93 ns
|-
| Antenna Cells || 0
|-
| Endpoints failing setup || 0
|-
| Portion of the clock cycle consumed by the worst path in the final layout || 75.2%
|-
| Hold violation count in the final report || 0
|-
| Worst path slowest cell || dfrtp_1
|-
| Largest area contributor in the netlist || edfxtp_1
|-
| Fin Setup TNS || 0 ns
|-
| Cell class contributing the biggest share of worst-path delay || flip-flops
|-
| Chip Height || 83.5 µm
|-
| Critical path launch point type || flop
|-
| Effective utilization at floorplan || 51.9%
|-
| HP Start || we
|-
| Clock transition at the registers of the reported paths || 0.08 ns
|-
| Async set-reset flop share out of synthesis || 8.05%
|-
| Status || completed
|-
| Worst clock skew on the final layout || 0.0101 ns
|-
| Cell row count || 29
|-
| Detailed-route DRC error count || 0
|-
| Core area || 6390 µm²
|-
| Largest net degree at the start of global routing || 41
|-
| Number of antenna violations at the first check in global routing || 0
|-
| Die area || 6960 µm²
|-
| R2R Path Start || address[2]
|-
| Leak Pwr || 1.25 nW
|-
| Post-synthesis xor/xnor area fraction || 1.06%
|-
| Leftover overflow at the end of global routing || 0
|-
| Area share, top type || 65.2%
|-
| Tally of unique sky130hd cells used after synthesis || 33
|-
| Post-synthesis mux area share || 7.73%
|-
| Iteration-0 DRC count of the detailed router || 111
|-
| Count of fill cells added during filler insertion || 488
|-
| Ys cells || 204
|-
| Avg Vias per Cell || 5.65
|-
| Synthesized-area fraction occupied by and/or/nand/nor cells || 5.39%
|-
| Critical path launch point || address[2]
|-
| Clock latency at the later pin of the worst-skew pair || 0.35 ns
|-
| Fraction of final layout cells sized beyond drive strength 1 || 17.3%
|-
| Number of warnings issued by yosys || 1
|-
| Worst Tran Pin Value || 0.847 ns
|-
| Tally of max-capacitance violations || 0
|-
| Vias in the first global route || 1788
|-
| GRT Resource Usage Total || 19.9%
|-
| Most used DFF post-synth || edfxtp_1
|-
| Count of library flops with an enable pin || 72
|}
-- registers in the layout, indices dropped and copies added, names as in the netlist --
| register | cells |
|---|---|
| memory_array | 64 |
| data_in | 8 |
| mem_out | 8 |
| address | 3 |
| pattern_index | 3 |
| we | 1 |
-- per-stage QoR --
stage	worst slack (ns)	power, mW	cell area, µm²
6_report	0.867	3.18	3670
5_1_grt	0.758	3.37	3670
4_1_cts	0.847	3.21	3670
3_5_place_dp	1.17	2.61	3500
3_3_place_gp	1.25	2.58	3500
2_1_floorplan	1.72	2.26	3320
-- power breakdown --
part / leakage (nW) / internal (mW) / total, mW / switching, mW
combinational: 0.349 / 0.403 / 0.888 / 0.485
clock: 0.0894 / 0.258 / 0.599 / 0.341
sequential: 0.812 / 1.52 / 1.69 / 0.173
-- routing by layer --
metal	vias up	routed length (µm)	share of wire, %	track usage (%)
li1	795	-	-	-
met4	0	138	2.4	3.85
met3	15	647	11	9.54
met2	73	2650	45	27.5
met5	-	0	0	0
met1	822	2430	41	33.3
-- logic make-up (layout without fill, tap and decap cells) --
family,after synthesis,after routing
AND/OR/NAND/NOR,36,36
other,1,1
AND-OR/OR-AND,32,32
flip-flops,87,87
multiplexers,23,23
XOR/XNOR,4,4
buffers and inverters,19,40
adder cells (fa/ha/maj),2,2
-- worst register-to-register path, cell delays in order (launching register included) --
cell and delay (ns):
dfrtp_1 0.55, nand2b_1 0.42, nor2_1 0.58, buf_4 0.27
-- path summary, 6_finish.rpt --
kind                       slack (ns)  cells after the start            endpoint
hold / removal                   0.51                      1                  we
hold reg to reg                  0.51                      1                  we
max in group asynchronous        2.69                      2          address[1]
setup / recovery                 0.87                      3           bist_done
setup reg to reg                 1.40                      3  memory_array[3][5]
min in group asynchronous        0.61                      2    pattern_index[2]
-- layout make-up --
cell class / count / share of cell area [%]
well taps: 77 / 2.62
repair buffers: 18 / 4.43
flip-flops and latches: 87 / 68.0
clock buffers: 9 / 3.37
clock inverters: 7 / 1.33
multi-input cells: 98 / 19.7
inverters: 6 / 0.613
-- cells in the final DEF, fill, tap and decap left out, types with 2 or more instances in the layout --
cell type        instances
a211oi_1                 7
buf_4                    7
clkbuf_8                 9
clkdlybuf4s50_1         11
clkinv_2                 3
clkinv_4                 2
dfrtp_1                  7
dfxtp_1                  8
edfxtp_1                72
ha_1                     2
inv_1                    6
mux2_1                   7
mux2_2                  14
mux2i_1                  2
nand2_1                  9
nand2b_1                 5
nand3_1                  2
nor2_1                   8
nor2b_1                  3
nor3_1                   4
nor3b_1                  3
o21ai_0                  6
o22ai_1                 12
o32ai_1                  2
xnor2_1                  2
xor2_1                   2
Power and IR drop assume default switching activity.
