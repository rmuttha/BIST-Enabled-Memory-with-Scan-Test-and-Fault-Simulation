## flow/design.v

```verilog
module scan_chain (
    input wire clk,                
    input wire scan_en,            
    input wire scan_in,            
    output wire scan_out,          
    output reg [7:0] q             
);
    reg [7:0] scan_register;
    always @(posedge clk) begin
        if (scan_en) begin
            scan_register <= {scan_register[6:0], scan_in};
        end
        q <= scan_register;
    end
    assign scan_out = scan_register[7];
endmodule
```

## flow/run.sh

```bash
#!/bin/bash
# OpenROAD 26Q1-2900-gdf79404cd8, Yosys 0.63+post, stock flow scripts
make -C /OpenROAD-flow-scripts/flow DESIGN_CONFIG=/design/flow/config.mk WORK_HOME=/design/flow/orfs finish
```

## flow/config.mk

```make
export PLATFORM = sky130hd
export DESIGN_NAME = scan_chain
export DESIGN_NICKNAME = scan_chain
export VERILOG_FILES = /design/flow/design.v
export SDC_FILE = /design/flow/constraint.sdc
export NUM_CORES = 4
export LEC_CHECK = 1
export CORE_AREA = 10 10 70 70
export DIE_AREA = 0 0 80 80
```

## flow/constraint.sdc

```tcl
current_design scan_chain

set clk_period 1.0
set clk_io_pct 0.2

create_clock -name clk0 -period $clk_period [get_ports {clk}]

set non_clock_inputs [all_inputs -no_clocks]
set_input_delay [expr $clk_period * $clk_io_pct] -clock clk0 $non_clock_inputs
set_output_delay [expr $clk_period * $clk_io_pct] -clock clk0 [all_outputs]
```

==> reports/qor.yml <==
clock_sink_count: 16
synth_area_per_cell_um2: 25.0
clock_path_buffers: 2
worstMarginPinSlew_ns: 0.106
drt-pass1-iter-count: 1
synth-area-yosys_um2: 400
openroad.warnings: 27
setup_tns_ns: 0
fin_worst_skew_ns: 0.00739
run_status: "finished, final reports clean"
vias: 183
rsz0062_at_grt: "true"
worst_hold_startpoint: "scan_register[7]"
port_buffers: 11
ir_drop_v: 0.000777
end_kind: "primary output"
clk_pin_slew_worst_paths_ns: 0.08
synth.top_cells.by_count: "sky130_fd_sc_hd__dfxtp_1, sky130_fd_sc_hd__edfxtp_1"
topCellsByArea: "sky130_fd_sc_hd__edfxtp_1, sky130_fd_sc_hd__dfxtp_1"
stdcell_count: 78
final_antenna_net_count: 0
dp.cells: 74
largest_net_degree_at_the_start_of_global_routing: 10
report.power.total_mw: 1.19
synth-main-ff-cell: "sky130_fd_sc_hd__edfxtp_1"
synth_area_leader_cell: "sky130_fd_sc_hd__edfxtp_1"
worst_r2r_endpoint: "scan_register[2]"
final_min_period_over_clock_period_pct: 98.8
maxSlewHeadroom_pct: 92.9
grt_util_all_layers_pct: 2.05
drive_above_1_share_pct: 62.5
synth_cells: 16
netlist_area_um2: 400
timing.max_cap.violations: 0
finalWirelength_um: 606
ys_warn_count: 1
netlist-cell-type-count: 2
route.detailed.vias_per_inst: 2.35
worstPathRequired_ns: 0.80
final_util_pct: 16.8
timing.reg2reg.worst_path_depth: 0
worstPathCellList: "buf_2"
count_of_flip_flops_with_a_built_in_enable_after_synthesis: 8
crit_family: "flip-flops"
finalWeightedCongestion: 0.679
timing.final.max_slew_violations: 0
floorplan.core_area_mm2: 0.00342
cts_tree: "done"
comb_area_um2: 0
remaining_drc_errors: 0
cp.depth: 1
cellPowerDensity_mw_per_mm2: 2060
setup_viol_count_final: 0
worst_path_largest_cell_delay_ns: 0.39
design.portCount: 12
worst_setup_path_start_kind: "flop"
cts-root-buf: "sky130_fd_sc_hd__clkbuf_4"
setup.worst_path.start: "scan_register[7]"
layout.comb_gates.multi_input: 0
clock_insertion_delay_worst_skew_ns: 0.28
crit_path_end: "scan_out"
cp.arrival_ns: 0.79
synth-cells-yosys: 16
antenna_violations_before_repair: 0
post_drt_wl_per_cell_um: 7.77
synth.ff_latch_count: 16
criticalPathCategory: "reg -> out"
asyncSetResetFlopFracSynth_pct: 0
grt_pass1_vias: 203
initial_core_util_pct: 11.7
yosys.area.top_type_share_pct: 60.0
dieHeight_um: 80
grt_first_pass_wirelength_um: 966
rr_startpoint: "scan_register[1]"
htree_levels: 1
p_leak_nw: 0.217
final_critical_path_setup_slack_ns: 0.0124
final_period_demand_of_the_worst_path_ns: 0.988
route.antenna.diode_count: 0
cts_inserted_buffers: 3
critical_path_buf_inv_count: 1
worstPathMaxFanout: 2
preCtsSetupSlack_ns: -0.121
reg2reg_slack_ns: 0.34
syn2layout_area_growth_pct: 43.4
globalRoute.totalOverflow: 0
hold_viol_final: 0
maximum_clock_rate_mhz: 1010
placement_rows: 21
timing.critical_path.slowest_stage_cell: "sky130_fd_sc_hd__edfxtp_1"
synth-seq-area-share_pct: 100
drt-initial-drc-count: 0
hp-class: "reg -> reg"
die_w_um: 80
fp.dieArea_mm2: 0.00640
[worst min-delay path by stage]
stage | end | slack (ns) | cells after the start
CTS | q[7] | 0.38 | 0
global route | q[7] | 0.39 | 0
finish | q[7] | 0.38 | 0
[metal layers]
metal	wire length [µm]	track usage, %	up-vias	share of wire (%)
met5	0	0	-	0
met4	0	0.176	0	0
met3	133	2.73	0	22
met2	154	2.17	15	25
met1	318	2.45	79	52
li1	-	-	89	-
[state kept, by name (all words and copies together), names as in the netlist]
name	cells
q	8
scan_register	8
[where the power goes]
part | internal [mW] | switching, mW
Clock | 0.221 | 0.185
Combinational | 0.0222 | 0.0101
Sequential | 0.733 | 0.0134
[logic make-up (layout without fill, tap and decap cells)]
kind of cell,after synthesis,in the layout,synth area share [%]
buffers and inverters,0,16,0
flip-flops,16,16,100
[metrics by stage]
stage               area [µm²]  hold WS, ns
finish                     574        0.377
global route               574        0.390
CTS                        608        0.379
detailed placement         576        0.360
global placement           576        0.356
floorplan                  400        0.299
[cell type report]
class	count	area, µm²
fillers	384	2840
clock buffers	4	36.3
flip-flops and latches	16	408
repair buffers	12	72.6
well taps	46	57.6
[repair_timing]
action | CTS | global route
setup buffers | 0 | 0
endpoints found under the setup margin | 9 | 9
pin swaps | 0 | 0
cloned | 0 | 0
gates resized | 20 | 13
hold buffers | 0 | 0
[cell usage in the layout (no fill, tap or decap), drive strengths merged]
master,count
buf,2
clkbuf,12
clkdlybuf4s50,2
edfxtp,8
dfxtp,8
Power figures rest on the tool's default switching activity, not on a simulated workload.
